==> design.v <==
module clk_div(
    input clk, 
    input rst, 
    output clk_en
);
    reg [24:0] clk_count;
    always @(posedge clk) begin
        if (rst)
            clk_count <= 0;
        else
            clk_count <= clk_count + 1;
    end
    assign clk_en = &clk_count;
endmodule
module thunderbird_Left (
    input clk, rst, enable, isLeft,
    output reg [2:0] output_state
);
    parameter Left1 = 3'b000;
    parameter Left2 = 3'b001;
    parameter Left3 = 3'b011;
    parameter Left4 = 3'b111;
    parameter Right1 = 3'b000;
    parameter Right2 = 3'b100;
    parameter Right3 = 3'b110;
    parameter Right4 = 3'b111;
    reg [2:0] state, next_state;
    always @(posedge clk or posedge rst) begin
        if (rst)
            state <= (isLeft) ? Left1 : Right1;  
        else
            state <= next_state;
    end
    always @(*) begin
        case (state)
            (isLeft ? Left1 : Right1): 
                if (enable) next_state = (isLeft ? Left2 : Right2);
                else next_state = (isLeft ? Left1 : Right1);
            (isLeft ? Left2 : Right2): 
                if (enable) next_state = (isLeft ? Left3 : Right3);
                else next_state = (isLeft ? Left1 : Right1);
            (isLeft ? Left3 : Right3): 
                if (enable) next_state = (isLeft ? Left4 : Right4);
                else next_state = (isLeft ? Left1 : Right1);
            (isLeft ? Left4 : Right4): 
                if (enable) next_state = (isLeft ? Left1 : Right1);
                else next_state = (isLeft ? Left1 : Right1);
            default: next_state = (isLeft ? Left1 : Right1);
        endcase
    end
    always @(*) begin
        output_state = state;
    end
endmodule
module thunderbird_wrapper (
    input CLK,                 
    input [2:0] SW,            
    output [5:0] LED          
);
    wire clk = CLK;
    wire rst = SW[0];          
    wire enable_left, enable_right;
    wire clk_en;               
    clk_div clock_divider (
        .clk(clk),
        .rst(rst),
        .clk_en(clk_en)        
    );
    assign enable_left = SW[2]  ;  
    assign enable_right = SW[1] ;   
	 assign isLeft = 1; 
	 assign isRight = 0;
    wire [2:0] output_left, output_right;
    thunderbird_Left left_module (
        .clk(clk_en),
        .rst(rst),
        .enable(enable_left),
		  .isLeft(isLeft),
        .output_state(output_left)
    );
    thunderbird_Left right_module (
        .clk(clk_en),
        .rst(rst),
        .enable(enable_right),
		  .isLeft(isRight),
        .output_state(output_right)
    );
    assign LED[5:3] = output_left;    
    assign LED[2:0] = output_right;   
endmodule
==> run.sh <==
#!/bin/bash
# OpenROAD 26Q1-2900-gdf79404cd8, Yosys 0.63+post, stock flow scripts
make -C /OpenROAD-flow-scripts/flow DESIGN_CONFIG=/design/flow/config.mk WORK_HOME=/design/flow/orfs finish
==> config.mk <==
export PLATFORM = sky130hd
export DESIGN_NAME = thunderbird_wrapper
export DESIGN_NICKNAME = thunderbird_wrapper
export VERILOG_FILES = /design/flow/design.v
export SDC_FILE = /design/flow/constraint.sdc
export NUM_CORES = 4
export LEC_CHECK = 1
export CORE_AREA = 10 10 102 102
export DIE_AREA = 0 0 112 112
==> constraint.sdc <==
current_design thunderbird_wrapper

set clk_period 4.0
set clk_io_pct 0.2

create_clock -name clk0 -period $clk_period [get_ports {CLK}]

set non_clock_inputs [all_inputs -no_clocks]
set_input_delay [expr $clk_period * $clk_io_pct] -clock clk0 $non_clock_inputs
set_output_delay [expr $clk_period * $clk_io_pct] -clock clk0 [all_outputs]
==> impl_metrics.toml <==
# yosys + openroad results
[logic_synthesis]
ys_sh_aoi_pct = 11.3
synth-seq-cells = 31
mux_area_share_pct = 0
area_leaders = "dfxtp_1, dfrtp_1, a21oi_1"
ys_cells = 148
netlist_instances = 148
yosysTopAreaCellShare_pct = 37.3
synth_seq_share_pct = 48.5
ys_top_logic_family = "simple AND/OR/NAND/NOR gates"
synth-adder-area-share_pct = 0.932
synth-xor-area-share_pct = 6.52
synth_area_um2 = 1340
synth_cell_types = 30
yosys_warnings = 5
syn_avg_cell_area_um2 = 9.07
yosysTopAreaCell = "dfxtp_1"
ys_chip_area_um2 = 1340
synthSimpleGateAreaFrac_pct = 30.2

[placed_design]
io_buffers = 9
dp_hpwl_um = 1700
place_area_um2 = 1550
gp_congestion = 0.785
place_ws_ps = 1990

[clocking]
cts_buffers = 3
hold_buffers = 0
cts_resized = 0
cts_buffer_depth = 2
cts_root_buf = "clkbuf_8"
clk_pin_slew_ps = 80
post-cts-setup-buffers = 0
h-tree-depth = 1
cts_tree = "yes"
clock_latency_ps = 260

[global_route]
antenna_found_initial = 0
grt_pass1_wl_um = 4180
grt_pass1_vias = 931
grt_usage_pct = 3.69
grt_overflow_total = 0
grt_start_max_net_pins = 25

[finish]
area_growth_pct = 18.6
drive_gt1_share_pct = 4.49
fill_cells = 896
post-route-util_pct = 19.4
post-route-cell-area_um2 = 1590

[final_timing]
setup_slack_ps = 1970
tns_ps = 0
skew_ps = 5.38
timing.slew.headroom_pct = 54.0
unclocked_pins = 6
rsz0062_at_grt = "false"
untimed_endpoints = 12
tightest_slew_ps = 683
hold_viol_final = 0
post-route-period-util_pct = 50.6
final.min_clock_period_ps = 2030
setup_viol = 0
max_freq_ghz = 0.494
maxSlewViolCount = 0

[detailed_routing]
post_drt_wl_per_cell_um = 9.23
dr.first_iter.drc_count = 39
dr.pass1.iters = 3
final_antenna_net_count = 0
drc = 0
num_vias = 1022
viasPerCell = 3.92
diodes = 0
routed_wl_um = 2410

[floorplan]
chip_area_um2 = 12500
chipWidth_um = 112
initCoreUtil_pct = 16.3
core_area_um2 = 8220
rows = 33
fp.dieH_um = 112
top_level_ports = 10

[critical_path]
cpMaxStageDelayCell = "or4_1"
end_kind = "flop"
arrival_ps = 2230
cp_max_fo = 10
critical_path_buf_inv_count = 0
crit_path_start_kind = "flop"
critPathKind = "flop to flop"
crit_family = "simple AND/OR/NAND/NOR gates"
crit_chain = "ha_1, nand4_1, or4_1, or4_1, a21oi_1"
worst_path_most_repeated_cell = "or4_1"
crit_required_ps = 4200
slowest_delay_ps = 570

[power]
powerDensity_nw_per_um2 = 259
power_leakage_nw = 0.497
power.total_w = 0.000412
max-vdd-ir-drop_uv = 96.0

[run_status]
status = "finished clean"

[flow_run]
drv_cap = 0
warnings = 25

[min_path]
hp-class = "flop to flop"
==> cells in the mapped netlist <==
cell      instances
or3_2             1
buf_2             1
nor4_1            2
and3_2            1
o21a_1            3
o31ai_1           4
ha_1              1
o31a_1            1
nand4_1           8
dfrtp_1           6
inv_1             3
a21oi_1          11
nor3b_1           2
nor2b_1           3
clkbuf_1          5
and4_1            1
or3_1             6
and2_1            4
nor3_1            3
nor2_1           11
nand3_1          11
and3b_1           2
or4_1             6
dfxtp_1          25
and4_2            1
and3_1            2
nand2_1           7
xor2_1            6
xnor2_1           4
o21ai_0           7
==> per-stage QoR <==
| step | hold WS (ps) | cells |
|---|---|---|
| 4_1_cts | 446 | 261 |
| 3_5_place_dp | 434 | 257 |
| 2_1_floorplan | 413 | 148 |
| 6_report | 444 | 261 |
| 5_1_grt | 480 | 261 |
| 3_3_place_gp | 425 | 257 |
==> cells by family after synthesis <==
family	Yosys count
AND/OR/NAND/NOR	71
flip-flops	31
AND-OR/OR-AND	26
XOR/XNOR	10
buffers and inverters	9
adder cells (fa/ha/maj)	1
==> area by class of cell <==
type	count	area, um2	area share (%)
multi-input combinational	108	657	41.2
sequential	31	651	40.8
tap	105	131	8.25
timing repair buffer	10	97.6	6.13
clock buffer	4	45.0	2.83
inverter	3	11.3	0.707
==> power by group <==
part / internal [W] / switching (W) / total, W
Combinational: 0.00000677 / 0.00000804 / 0.0000148
Sequential: 0.000251 / 0.00000210 / 0.000253
Clock: 0.0000710 / 0.0000727 / 0.000144
Total: 0.000329 / 0.0000828 / 0.000412
==> final timing paths <==
path	slack, ps	endpoint	cells past startpoint	start
worst max-delay path	1970	clock_divider.clk_count[24]	5	clock_divider.clk_count[0]
worst min-delay path	440	clock_divider.clk_count[0]	1	clock_divider.clk_count[0]
worst max register to register	1970	clock_divider.clk_count[24]	5	clock_divider.clk_count[0]
worst min register to register	440	clock_divider.clk_count[0]	1	clock_divider.clk_count[0]
==> sequential cells by signal, indices dropped and copies added, names as in the netlist <==
signal / cells
clock_divider.clk_count: 25
left_module.state: 3
right_module.state: 3
==> layer usage <==
metal / global-route usage (%) / share of wire (%) / vias up
met1: 5.37 / 55 / 452
li1: - / - / 558
met5: 0 / 0 / -
met2: 5.40 / 39 / 12
met4: 0.0846 / 0 / 0
met3: 1.36 / 6.0 / 0
==> cells in the final DEF, fill, tap and decap left out, types with 2 or more instances in the layout <==
master and n:
o31ai_1 4, or4_1 6, xnor2_1 4, o21ai_0 7
nor2b_1 3, nand4_1 8, inv_1 3, and3_1 2
o21a_1 3, or3_1 6, and3b_1 2, nor3_1 3
nor3b_1 2, nor4_1 2, dfxtp_1 25, dfrtp_1 6
clkbuf_8 3, a21oi_1 11, and2_1 4, nor2_1 11
nand2_1 7, clkdlybuf4s50_1 9, nand3_1 11, xor2_1 6
Power figures rest on the tool's default switching activity, not on a simulated workload.
